File: run.sh
#!/bin/bash
# OpenROAD 26Q1-2900-gdf79404cd8, Yosys 0.63+post, stock flow scripts
make -C /OpenROAD-flow-scripts/flow DESIGN_CONFIG=/design/flow/config.mk WORK_HOME=/design/flow/orfs finish
File: config.mk
export PLATFORM = sky130hd
export DESIGN_NAME = program_sequencer
export DESIGN_NICKNAME = program_sequencer
export VERILOG_FILES = /design/flow/design.v
export SDC_FILE = /design/flow/constraint.sdc
export NUM_CORES = 4
export LEC_CHECK = 1
export CORE_AREA = 10 10 70 70
export DIE_AREA = 0 0 80 80
File: constraint.sdc
current_design program_sequencer

set clk_period 2.3
set clk_io_pct 0.2

create_clock -name clk0 -period $clk_period [get_ports {clk}]

set non_clock_inputs [all_inputs -no_clocks]
set_input_delay [expr $clk_period * $clk_io_pct] -clock clk0 $non_clock_inputs
set_output_delay [expr $clk_period * $clk_io_pct] -clock clk0 [all_outputs]
File: design.v
module program_sequencer (
        input wire clk, sync_reset,
        output [7:0] pm_addr,
        input wire jmp,
        input wire jmp_nz,  
        input wire [3:0] jmp_addr,     
        input wire dont_jump,
        output wire [7:0] pc,
        output wire [7:0] from_PS
    );
    always @ (*)
        from_PS <= pc;
    always @ (posedge clk)
    begin
       pc = pm_addr; 
    end
    always @ (*)
    begin
        if (sync_reset == 1'b1 )
            pm_addr = 8'H0;
        else if (jmp == 1'b1 ) 
            pm_addr = { jmp_addr, 4'H0 };
        else if ((jmp_nz == 1'b1) && (dont_jump == 1'b0) )
            pm_addr = {jmp_addr, 4'H0};
        else if ((jmp_nz == 1'b1) && (dont_jump == 1'b1) )
            pm_addr = pc + 8'H01;
        else if ((jmp==1'b0) && (jmp_nz==1'b0))
            pm_addr = pc + 8'H01;
    end
endmodule
==> load_flow_metrics.sql <==
-- metrics for the results database
INSERT INTO impl_metrics (metric_group, metric, value, unit) VALUES
('synthesis', 'synth.cell_area', '551', 'um^2'),
('cts', 'clk_path_buf_depth', '2', ''),
('placed_design', 'numPortBuffers', '32', ''),
('cells_and_area', 'n_fill_cell', '357', ''),
('cells_and_area', 'most-common-layout-cells', 'sky130_fd_sc_hd__clkdlybuf4s50_1 (20), sky130_fd_sc_hd__dlygate4sd2_1 (9), sky130_fd_sc_hd__conb_1 (8)', ''),
('synthesis', 'synth_cell_type_count', '22', ''),
('placed_design', 'gpl.final_weighted_congestion', '0.794', ''),
('cells_and_area', 'layout-drive-gt1-share', '0.404', ''),
('synthesis', 'ys_chip_area', '551', 'um^2'),
('timing', 'final_critical_path_time_including_i_o_delays_and_setup', '2.32', 'ns'),
('critical_path', 'critPathCaptureType', 'output pin', ''),
('critical_path', 'setup.worst_path.class', 'register to output pin', ''),
('detailed_routing', 'via_per_inst', '3.64', ''),
('floorplanning', 'ioPinCount', '33', ''),
('cts', 'cts_root_buf', 'sky130_fd_sc_hd__clkbuf_4', ''),
('global_route', 'via_count_of_the_first_global_routing_pass', '495', ''),
('detailed_routing', 'drt-wirelength-per-cell', '11.4', 'um'),
('timing', 'timing.final.ws_setup', '-0.0244', 'ns'),
('floorplanning', 'core.rowCount', '21', ''),
('synthesis', 'ys_top_cells_by_area', 'sky130_fd_sc_hd__dfxtp_1 (29%), sky130_fd_sc_hd__dlxtn_1 (22%), sky130_fd_sc_hd__buf_4 (11%)', ''),
('detailed_routing', 'post-route-drc-count', '0', ''),
('synthesis', 'enable_flop_cells', '0', ''),
('cts', 'cts_max_level', '1', ''),
('detailed_routing', 'diodes', '0', ''),
('floorplanning', 'die.size.x', '80', 'um'),
('detailed_routing', 'initialDrtViolationCount', '13', ''),
('synthesis', 'syn-mean-instance-area', '9.49', 'um^2'),
('cells_and_area', 'final_common_cell', 'sky130_fd_sc_hd__clkdlybuf4s50_1', ''),
('run', 'maxCapViolations', '0', ''),
('floorplanning', 'initial_standard_cell_utilization_of_the_core', '0.161', ''),
('power', 'cellPowerDensity', '313', 'mW/mm^2'),
('critical_path', 'cpMaxStageDelayCell', 'sky130_fd_sc_hd__dfxtp_4', ''),
('cts', 'cts_tree', 'built', ''),
('global_route', 'grt_pass1_wl', '2350', 'um'),
('timing', 'layout_worst_path_cycle_share', '1.01', ''),
('detailed_routing', 'detail_route.wirelength', '1600', 'um'),
('status', 'status', 'finished, violations left', ''),
('power', 'power_leakage', '0.400', 'nW'),
('floorplanning', 'dieArea', '0.00640', 'mm^2'),
('synthesis', 'synthFlopType', 'sky130_fd_sc_hd__dlxtn_1', ''),
('timing', 'report.final.slew_viol_count', '0', ''),
('timing', 'grt_setup_unrepaired', 'true', ''),
('worst_hold_path', 'worst_hold_path_type', 'register to output pin', ''),
('detailed_routing', 'routed-via-count', '510', ''),
('critical_path', 'max_stage_delay', '0.38', 'ns'),
('cells_and_area', 'postLayoutCoreUtil', '0.299', ''),
('global_route', 'maximum_number_of_pins_on_one_net_before_global_route_repair', '9', ''),
('timing', 'untimed_endpoints', '8', ''),
('timing', 'setup_viol', '2', ''),
('timing', 'unclocked_pins', '8', ''),
('global_route', 'grt.overflow.total', '0', ''),
('synthesis', 'synth-seq-cells', '16', ''),
('cells_and_area', 'area_growth', '85.2', '%'),
('synthesis', 'ys_cells', '58', ''),
('placed_design', 'placement.setup.worst_slack', '-0.548', 'ns'),
('detailed_routing', 'detail_route.first_pass.iterations', '4', ''),
('synthesis', 'synth_async_sr_flop_share', '0', ''),
('synthesis', 'syn-instance-count', '58', ''),
('synthesis', 'synth.top_cell.area_share', '0.291', ''),
('timing', 'timing.setup.tns', '-0.0335', 'ns'),
('power', 'design_power_total', '319', 'uW'),
('critical_path', 'worstPathCellList', 'buf_4 -> nand3_4 -> or3_1 -> a311oi_1 -> dlxtn_2 -> clkbuf_2', ''),
('synthesis', 'yosysWarningCount', '8', ''),
('status', 'violations_in_the_final_reports', 'setup timing', ''),
('power', 'irDropWorstVdd', '0.214', 'mV'),
('run', 'openroad_warnings', '27', ''),
('critical_path', 'critical_path.max_fanout', '5', ''),
('cts', 'cts_buffers', '3', ''),
('critical_path', 'worstPathRequired', '1.84', 'ns'),
('global_route', 'grt.total_usage', '0.0469', '');
==> cells in the mapped netlist, drive strengths merged, types with 2 or more instances <==
cell	count
nand2	3
nor3	3
a311oi	3
dfxtp	8
a21oi	4
or3	3
xor2	2
buf	9
nand3	3
dlxtn	8
o21ai	3
==> final timing paths <==
| check | start | to | slack, ns | cells after the start |
|---|---|---|---|---|
| min | pc[7] | from_PS[7] | 1.45 | 1 |
| max | pc[0] | pm_addr[7] | -0.02 | 6 |
| max reg2reg | pc[0] | pc[7] | 0.72 | 5 |
==> layout make-up <==
type	count	area [um^2]	share of cell area
repair buffers	35	317	0.310
inverters	1	3.75	0.00368
well taps	46	57.6	0.0564
flip-flops and latches	16	308	0.302
clock buffers	3	22.5	0.0221
multi-input cells	39	312	0.306
==> registers in the layout, summed over array words and instances (netlist names) <==
register  cells
pm_addr       8
pc            8
==> metrics by stage <==
step / hold slack [ns] / instance area [um^2] / std cells
floorplan: 0.746 / 577 / 65
global placement: 1.19 / 891 / 134
detailed placement: 1.19 / 891 / 134
CTS: 1.46 / 991 / 137
global route: 1.48 / 1020 / 140
finish: 1.45 / 1020 / 140
==> power by group <==
part	internal [mW]	leakage, nW	total (mW)	switching, mW
clock	0.0599	0.0138	0.110	0.0504
sequential	0.148	0.135	0.154	0.00601
combinational	0.0341	0.252	0.0549	0.0209
total	0.242	0.400	0.319	0.0772
==> critical path: cells and delay by family, from the launching register on <==
family / cells / cell delay, ns
AND/OR/NAND/NOR: 2 / 0.40
flip-flops: 1 / 0.38
latches: 1 / 0.37
AND-OR/OR-AND: 1 / 0.25
buffers and inverters: 2 / 0.21
==> kinds of logic after synthesis <==
kind of cell | synth area share
latches | 0.218
AND/OR/NAND/NOR | 0.166
other | 0.00681
flip-flops | 0.291
buffers and inverters | 0.123
XOR/XNOR | 0.0477
adder cells (fa/ha/maj) | 0.0227
AND-OR/OR-AND | 0.125
==> layer usage <==
layer	vias to the layer above	global-route usage	routed length [um]
met3	0	0.0341	280
met4	0	0	0
met1	219	0.0611	776
li1	259	-	-
met2	32	0.0650	545
met5	-	0	0
==> repair_timing <==
item                                    4_1_cts  5_1_grt
pin swaps                                    13        4
setup buffers                                 0        6
gates resized                                48        6
gates cloned                                  0        0
endpoints found under the setup margin        8        3
No activity file was given, so power comes from the tool's default toggle rates.
