===== run.sh =====
#!/bin/bash
# OpenROAD 26Q1-2900-gdf79404cd8, Yosys 0.63+post, stock flow scripts
make -C /OpenROAD-flow-scripts/flow DESIGN_CONFIG=/design/flow/config.mk WORK_HOME=/design/flow/orfs finish

===== config.mk =====
export PLATFORM = sky130hd
export DESIGN_NAME = Computational_unit
export DESIGN_NICKNAME = Computational_unit
export VERILOG_FILES = /design/flow/design.v
export SDC_FILE = /design/flow/constraint.sdc
export NUM_CORES = 4
export LEC_CHECK = 1
export CORE_UTILIZATION = 30

===== constraint.sdc =====
current_design Computational_unit

set clk_period 10.6
set clk_io_pct 0.2

create_clock -name clk0 -period $clk_period [get_ports {clk}]

set non_clock_inputs [all_inputs -no_clocks]
set_input_delay [expr $clk_period * $clk_io_pct] -clock clk0 $non_clock_inputs
set_output_delay [expr $clk_period * $clk_io_pct] -clock clk0 [all_outputs]

===== design.v =====
module Computational_unit (
        input wire clk,
        input wire sync_reset,
        output reg r_eq_0,          
        input wire [3:0] i_pins,          
        input wire [3:0] nibble_ir,      
        input wire i_sel,          
        input wire y_sel,          
        input wire x_sel,          
        input wire [3:0] source_sel,     
        input wire [8:0] reg_en,         
        output reg [3:0] i,              
        output reg [3:0] data_bus,       
        input wire [3:0] dm,             
        output reg [3:0] o_reg,           
        output reg [3:0] x0, x1, y0, y1, r, m, alu_out,
        output reg [7:0] from_CU
    );
    always @ (*)
        from_CU <= {x1,x0};  
    always @ (*)
    begin
        case (source_sel)
            4'd0: data_bus <= x0;
            4'd1: data_bus <= x1;
            4'd2: data_bus <= y0;
            4'd3: data_bus <= y1;
            4'd4: data_bus <= r;
            4'd5: data_bus <= m;
            4'd6: data_bus <= i;
            4'd7: data_bus <= dm;
            4'd8: data_bus <= pm_data;
            4'd9: data_bus <= i_pins;
            4'd10: data_bus <= 4'H0;
            default: data_bus <= 4'H0;
        endcase
    end
    always @ (posedge clk)
    begin
        if (reg_en[0]==1'b1)
            x0 <= data_bus;
        else
            x0 <= x0;
    end
    always @ (posedge clk)
    begin
        if (reg_en[1]==1'b1)
            x1 <= data_bus;
        else
            x1 <= x1;
    end
    always @ (posedge clk)
    begin
        if (reg_en[2]==1'b1)
            y0 <= data_bus;
        else
            y0 <= y0;
    end
    always @ (posedge clk)
    begin
        if (reg_en[3]==1'b1)
            y1 <= data_bus;
        else
            y1 <= y1;
    end
    always @ (posedge clk)
    begin
        if (reg_en[5]==1'b1)
            m <= data_bus;
        else
            m <= m;
    end
    reg [3:0] increment;
    reg [3:0] i_input;
    always @ (*)
        increment <= m + i;
    always @ (*)
    begin
        if (i_sel==1'b1)
            i_input <= increment;
        else
            i_input <= data_bus;
    end
    always @ (posedge clk)
    begin
        if (reg_en[6]==1'b1)
            i <= i_input;
        else
            i <= i;
    end
    always @ (posedge clk)
    begin
        if (reg_en[8]==1'b1)
            o_reg <= data_bus;
        else
            o_reg <= o_reg;
    end
    reg [3:0] x;
    reg [3:0] y;
    always @ (*)
    begin
        if (x_sel ==1'b0)
            x <= x0;
        else
            x <= x1;
    end
    always @ (*)
    begin
        if (y_sel ==1'b0)
            y <= y0;
        else
            y <= y1;
    end
    reg alu_out_eq_0 , ir_3;
    reg [3:0] pm_data;
    reg [2:0] alu_func;
    always @ (*)
        alu_func <= nibble_ir[2:0];
    always @ (*)
        ir_3 = nibble_ir[3];
    always @ (*)
        pm_data <= nibble_ir;
    always @ (*)
    begin
        if (sync_reset==1'b1)
            alu_out_eq_0 <= 1'b1;
        else if (alu_out==4'd0)
            alu_out_eq_0 <= 1'b1;
        else
            alu_out_eq_0 <= 1'b0;
    end
    reg [7:0] mul;   
    always @ (*)
        mul <= x * y;
    always @ (*)
    begin
        if (ir_3==1'b0)
        begin
            case (alu_func)
                3'b000 : alu_out <= (~x + 1);  
                3'b001 : alu_out <= x - y;
                3'b010 : alu_out <= x + y;
                3'b011 : alu_out <= mul[7:4];
                3'b100 : alu_out <= mul[3:0];
                3'b101 : alu_out <= x ^ y;
                3'b110 : alu_out <= x & y;
                3'b111 : alu_out <= ~x;
            endcase
        end
        else
            if (alu_func==3'b000)        
                alu_out <= r;
            else if (alu_func==3'b111)   
                alu_out <= r;
            else
                case (alu_func)
                    3'b001 : alu_out <= x - y;
                    3'b010 : alu_out <= x + y;
                    3'b011 : alu_out <= mul[7:4];
                    3'b100 : alu_out <= mul[3:0];
                    3'b101 : alu_out <= x ^ y;
                    3'b110 : alu_out <= x & y;
                endcase
    end
    always @ (posedge clk)
        if (reg_en[4]==1'b1)
            r_eq_0 <= alu_out_eq_0;
        else
            r_eq_0 <= r_eq_0;
    always @ (posedge clk)  
        if (reg_en[4]==1'b1)
            r <= alu_out;
        else
            r <= r;
endmodule

==> qor.yml <==
outcome:
  outcome: "finished, final reports clean"
route:
  drt-wirelength-per-cell_um: 15.8
  num_vias: 2394
  drt_iter0_markers: 85
  via_per_inst: 4.89
  first_pass_iters: 4
  routed_wirelength_um: 7750
  drc_errors: 0
  antennaDiodeCount: 0
  ant_nets: 0
placement:
  post-place-ws_ns: 1.35
  globalplace.congestion: 0.863
  place_area_mm2: 0.00371
  dp_hpwl_um: 5990
  portBuffers: 77
  placed_cells: 482
clock_network:
  cts_inserted_buffers: 5
  clk_latency_ns: 0.29
  cts_buffer_depth: 2
  cts_resized: 0
  htreeDepth: 2
  ctsHoldBuffers: 0
  clkTransAtPathRegs_ns: 0.08
  clk_root_buffer_cell: "clkbuf_8"
  cts_tree: "built"
  postCtsSetupRepairBufs: 0
sta:
  unclocked_pins: 4
  untimed_endpoints: 4
  setup_violations: 0
  finClkSkew_ns: 0.00652
  fin_crit_sh: 0.876
  finalMaxSlewViolations: 0
  hold_slack_ns: 0.765
  worst_pin_slew_ns: 0.816
  setup_tns_ns: 0
  fin_crit_ns: 9.28
  hold_viol_final: 0
  fmax_mhz: 108
  layout_setup_ws_ns: 1.32
  slew-limit-headroom: 0.454
  rsz0062_at_grt: "no"
logic_synthesis:
  ff_type: "edfxtp_1"
  synth.avg_cell_area_um2: 9.86
  synthesis.area_mm2: 0.00288
  synth-async-reset-ratio: 0
  syn-instance-count: 292
  edf_count: 33
  ys_area_mm2: 0.00288
  numSynthFlops: 37
  ys_cells: 292
  ys_warn_count: 1
  synth_cell_type_count: 53
finish:
  final_cell_area_mm2: 0.00384
  final_cell_mix: "clkdlybuf4s50_1, edfxtp_1, inv_1"
  fin_util: 0.414
  area_growth_pct: 33.6
  drive_above_1_share: 0.0582
  final_common_cell: "clkdlybuf4s50_1"
  stdcell_count: 490
grt:
  use_met2: 0.263
  grt_max_degree: 25
  antenna_found_initial: 0
  grt_usage: 0.165
  grt_overflow: 0
  grt_util_met1: 0.235
  grt_first_pass_wirelength_um: 12400
  grt_pass1_vias: 2407
  busiest_layer: "met2"
  met3_usage: 0.0559
flow_run:
  tool_warnings: 29
  drv_cap: 0
floorplan:
  dieHeight_um: 99.9
  fp_util: 0.310
  die_w_um: 99.9
  boundaryPins: 79
  core_area_mm2: 0.00928
  rows: 35
  chip_area_mm2: 0.00999
power_and_ir_drop:
  peakVddDrop_v: 0.0000796
  power_mw: 0.493
  p_per_area_mw_per_mm2: 128
  leakage_nw: 1.57
critical_path:
  start_kind: "input pin"
  end_kind: "primary output"
  critPathArrivalTime_ns: 7.16
  cp.required_ns: 8.48
  cp_max_fo: 6
  path_class: "in -> out"
hold_path:
  holdCritPathClass: "reg -> reg"
[cells in the mapped netlist (4+ instances only)]
cell | n | area, µm²
nor3_1 | 7 | 35.0
a22oi_1 | 4 | 30.0
mux2i_1 | 20 | 200
nand2_1 | 16 | 60.1
o21ai_0 | 12 | 60.1
fa_1 | 7 | 140
ha_1 | 23 | 288
inv_1 | 24 | 90.1
buf_2 | 7 | 35.0
nor2_1 | 22 | 82.6
buf_4 | 10 | 75.1
xnor2_1 | 8 | 70.1
a21oi_1 | 14 | 70.1
nor2b_1 | 7 | 43.8
dlxtn_1 | 4 | 60.1
o211ai_1 | 5 | 37.5
nand2b_1 | 6 | 37.5
edfxtp_1 | 33 | 991
nand3_1 | 8 | 40.0
[metal layers]
metal  vias to the layer above  share of wire
met3                         7          0.084
met1                      1118           0.46
met5                         -              0
met2                        90           0.45
met4                         0         0.0093
li1                       1179              -
[where the power goes]
part / total (mW) / switching (mW) / internal, mW / leakage [nW]
Sequential: 0.179 / 0.0149 / 0.164 / 0.366
Clock: 0.149 / 0.0540 / 0.0947 / 0.0687
Combinational: 0.165 / 0.0769 / 0.0879 / 1.14
Total: 0.493 / 0.146 / 0.347 / 1.57
[critical path: stages]
cell and delay [ns]:
clkdlybuf4s50_1 0.63, mux2i_1 0.69, inv_1 0.26, ha_1 0.32, ha_1 0.21, fa_1 0.53, inv_1 0.06, fa_1 0.43
nand2b_1 0.19, a21oi_1 0.17, xnor2_1 0.18, a21oi_1 0.10, a311oi_1 0.28, a31o_1 0.14, dlxtn_1 0.38, clkdlybuf4s50_1 0.47
[cells by family (layout without fill, tap and decap cells)]
kind of cell / count (synthesis) / in the layout / share of synthesized area
other cells: 1 / 4 / 0.00130
buf+inv: 47 / 113 / 0.0774
fa+ha+maj: 30 / 30 / 0.149
mux: 24 / 24 / 0.0865
compound gates: 67 / 67 / 0.161
flops: 33 / 33 / 0.344
xor+xnor: 9 / 9 / 0.0274
simple gates: 77 / 77 / 0.133
latches: 4 / 4 / 0.0209
[final timing paths]
path,slack (ns),cells after the start,from,to
min reg2reg,0.77,2,m[0]$_DFFE_PP_,i[0]$_DFFE_PP_
max reg2reg,5.90,15,x1[1]$_DFFE_PP_,r_eq_0$_SDFFCE_PP1P_
max,1.32,16,x_sel,alu_out[2]
min,0.77,2,m[0]$_DFFE_PP_,i[0]$_DFFE_PP_
[cell type report]
type	instances	area, µm²
Clock buffer	5	68.8
Clock inverter	3	68.8
Fill cell	917	5440
Inverter	27	101
Multi-Input combinational cell	211	1620
Sequential cell	37	1050
Tap cell	129	161
Timing Repair Buffer	78	778
Power and IR drop assume default switching activity.
