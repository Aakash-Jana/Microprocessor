### ./config.mk
export PLATFORM = sky130hd
export DESIGN_NAME = instruction_decoder
export DESIGN_NICKNAME = instruction_decoder
export VERILOG_FILES = /design/flow/design.v
export SDC_FILE = /design/flow/constraint.sdc
export NUM_CORES = 4
export LEC_CHECK = 1
export CORE_AREA = 10 10 82 82
export DIE_AREA = 0 0 92 92
### ./constraint.sdc
current_design instruction_decoder

set clk_period 1.7
set clk_io_pct 0.2

create_clock -name clk0 -period $clk_period [get_ports {clk}]

set non_clock_inputs [all_inputs -no_clocks]
set_input_delay [expr $clk_period * $clk_io_pct] -clock clk0 $non_clock_inputs
set_output_delay [expr $clk_period * $clk_io_pct] -clock clk0 [all_outputs]
### ./design.v
module instruction_decoder (
        input wire clk,
        input wire sync_reset,
        input wire [7:0] next_instr,
        output reg jmp,
        output reg jmp_nz,
        output reg [3:0] ir_nibble,  
        output reg i_sel,
        output reg y_sel,
        output reg x_sel,
        output wire [3:0] source_sel,
        output reg [8:0] reg_en,  
        output wire [7:0] ir, from_ID,
        output wire  NOPC8, NOPCF, NOPD8, NOPDF
    );
    always @ (*)
        from_ID <= reg_en[7:0];
    always @ (*)
        if (ir==8'hC8)
            NOPC8 <= 1'b1;
        else
            NOPC8 <= 1'b0;
    always @ (*)
        if (ir==8'hCF)
            NOPCF <= 1'b1;
        else
            NOPCF <= 1'b0;
    always @ (*)
        if (ir==8'hD8)
            NOPD8 <= 1'b1;
        else
            NOPD8 <= 1'b0;
    always @ (*)
        if (ir==8'hDF)
            NOPDF <= 1'b1;
        else
            NOPDF <= 1'b0;
    always @ ( posedge clk )  
    begin
        ir <= next_instr;
    end
    always @ (*)
        ir_nibble <= ir[3:0];
    always @ (*)
    if (sync_reset == 1'b1)
        reg_en[0] <= 1'b1;
    else if ((ir[7]==1'b0) && (ir[6:4]==3'd0))   
        reg_en[0] <= 1'b1;
    else if ((ir[7:6]==2'b10) && (ir[5:3]==3'd0))  
        reg_en[0] <= 1'b1;
    else
        reg_en[0] <= 1'b0;
    always @ (*)
    if (sync_reset == 1'b1)
        reg_en[1] <= 1'b1;
    else if ((ir[7]==1'b0) && (ir[6:4]==3'd1))   
        reg_en[1] <= 1'b1;
    else if ((ir[7:6]==2'b10) && (ir[5:3]==3'd1))  
        reg_en[1] <= 1'b1;
    else
        reg_en[1] <= 1'b0;
    always @ (*)
    if (sync_reset == 1'b1)
        reg_en[2] <= 1'b1;
    else if ((ir[7]==1'b0) && (ir[6:4]==3'd2))   
        reg_en[2] <= 1'b1;
    else if ((ir[7:6]==2'b10) && (ir[5:3]==3'd2))  
        reg_en[2] <= 1'b1;
    else
        reg_en[2] <= 1'b0;
    always @ (*)
    if (sync_reset == 1'b1)
        reg_en[3] <= 1'b1;
    else if ((ir[7]==1'b0) && (ir[6:4]==3'd3))   
        reg_en[3] <= 1'b1;
    else if ((ir[7:6]==2'b10) && (ir[5:3]==3'd3))  
        reg_en[3] <= 1'b1;
    else
        reg_en[3] <= 1'b0;
    always @ (*)
    if (sync_reset == 1'b1)
        reg_en[5] <= 1'b1;
    else if ((ir[7]==1'b0) && (ir[6:4]==3'd5))   
        reg_en[5] <= 1'b1;
    else if ((ir[7:6]==2'b10) && (ir[5:3]==3'd5))  
        reg_en[5] <= 1'b1;
    else
        reg_en[5] <= 1'b0;
    always @ (*)
    if (sync_reset == 1'b1)
        reg_en[6] <= 1'b1;
    else if ((ir[7]==1'b0) && ((ir[6:4]==3'd6) || (ir[6:4]==3'd7)))   
        reg_en[6] <= 1'b1;
    else if ((ir[7:6]==2'b10) && ((ir[5:3]==3'd6) || (ir[5:3]==3'd7)) )  
        reg_en[6] <= 1'b1;
    else if ((ir[7:6]==2'b10) && (ir[2:0]==3'd7))  
        reg_en[6] <= 1'b1;
    else
        reg_en[6] <= 1'b0;
    always @ (*)
    if (sync_reset == 1'b1)
        reg_en[7] <= 1'b1;
    else if ((ir[7]==1'b0) && (ir[6:4]==3'd7))   
        reg_en[7] <= 1'b1;
    else if ((ir[7:6]==2'b10) && (ir[5:3]==3'd7))  
        reg_en[7] <= 1'b1;
    else
        reg_en[7] <= 1'b0;
    always @ (*)
    if (sync_reset == 1'b1)
        reg_en[4] = 1'b1;
    else if (ir[7:5]==3'b110)  
        reg_en[4] = 1'b1;
    else
        reg_en[4] = 1'b0;
    always @ (*)
    if (sync_reset == 1'b1)
        reg_en[8] = 1'b1;
    else if ((ir[7]==1'b0) && (ir[6:4]==3'd4))
        reg_en[8] = 1'b1;
    else if ((ir[7:6]==2'b10) && (ir[5:3]==3'd4))
        reg_en[8] = 1'b1;
    else
        reg_en[8] = 1'b0;
    always @ (*)
        if (sync_reset == 1'b1)
            source_sel <= 4'd10; 
        else if (ir[7]==1'b0)                 
            source_sel <= 4'd8;     
        else if (ir[7:6]==2'b10)         
            begin
                if ((ir[5:3]==ir[2:0]) && (ir[5:3]!=3'd4) )  
                    source_sel <= 4'd9;  
                else if ((ir[5:3]==ir[2:0]) && (ir[5:3]==3'd4) )   
                    source_sel <= 4'd4;  
                else
                    source_sel <= ir[2:0];   
            end
        else
            source_sel <= 4'd10;
    always @ (*)
    begin
        if (sync_reset == 1'b1)
        begin
            x_sel <= 1'b0;
            y_sel <= 1'b0;
        end
        else
        begin
            x_sel <= ir[4];
            y_sel <= ir[3];
        end
    end
    always @ (*)         
    begin
        if (sync_reset == 1'b1)
            i_sel <= 1'b0;
        else if ((ir[7]==1'b0) && (ir[6:4]==3'd6))      
            i_sel <= 1'b0;
        else if ((ir[7:6]==2'b10) && (ir[5:3]==3'd6))  
            i_sel <= 1'b0;
        else
            i_sel <= 1'b1;
    end
    always @ (*)
    if (sync_reset == 1'b1)
        begin
            jmp <= 1'b0;
            jmp_nz <= 1'b0;
        end
    else if (ir[7:4] == 4'b1110)  
        begin
            jmp <= 1'b1;
            jmp_nz <= 1'b0;
        end
    else if (ir[7:4] == 4'b1111)  
        begin
            jmp <= 1'b0;
            jmp_nz <= 1'b1;
        end
    else
        begin   
            jmp <= 1'b0;
            jmp_nz <= 1'b0;
        end
endmodule
### ./run.sh
#!/bin/bash
# OpenROAD 26Q1-2900-gdf79404cd8, Yosys 0.63+post, stock flow scripts
make -C /OpenROAD-flow-scripts/flow DESIGN_CONFIG=/design/flow/config.mk WORK_HOME=/design/flow/orfs finish
==> flow_summary_export.csv <==
group,metric,value,unit
status,status,"finished, violations left",
status,violations,"negative setup slack",
min_path,hold_path_class,"input port to flop",
cells_and_area,largest_reg_flops,8,
min_path,hold-path-cell-count,1,
floorplan,die_width,92,um
clock_tree,cts_tree,"built",
floorplan,coreArea,5075,sq um
route,drt_iter0_drc,29,
place,pre_cts_ws,-0.4661,ns
worst_setup_path,cp_max_fo,3,
floorplan,die_h,92,um
place,hpwl,2.294,mm
logic_synthesis,edf_count,0,
min_path,hp-start,"next_instr[1]",
cells_and_area,stdcell_count,237,
power,power_density,429.0,nW/um^2
worst_setup_path,worstPathCellList,"buf_6 > xnor2_4 > nand3_2 > buf_6 > buf_6 > o211a_1 > buf_2",
logic_synthesis,synth.distinct_cells,37,
clock_tree,hold_buffers,0,
route,drc,0,
floorplan,die_area,8464,sq um
logic_synthesis,ys_cells,82,
min_path,whs_endpoint,"ir[1]$_DFF_P_",
timing,finalSetupViolations,9,
power,vdd_drop_max,401.5,uV
logic_synthesis,ys_seq_share,23.23,%
timing,max_slew.worst_pin.slew,0.2105,ns
worst_setup_path,path_common_cell,"buf_6",
cells_and_area,reg.largest.list,"ir (8)",
timing,fin_crit,1.855,ns
route,vias,893,
worst_setup_path,cp.arrival,1.52,ns
clock_tree,clkTransAtPathRegs,0.04,ns
worst_setup_path,path_class,"flop to output pin",
global_routing,grt_pass1_wl,5.119,mm
clock_tree,clockRootBuffer,"clkbuf_8",
timing,slew_headroom,85.86,%
timing,rsz0062_at_grt,"true",
worst_setup_path,cp_top_family,"buffers and inverters",
run,maxCapViolations,0,
run,log.warning_count,27,
global_routing,grt_max_degree,9,
route,vias_per_cell,3.768,
global_routing,grtUsageTotal,7.285,%
floorplan,pin_count,52,
worst_setup_path,startpoint_type,"flop",
power,leakagePower,0.8759,nW
place,place_area,1349,sq um
route,dr.pass1.iters,4,
logic_synthesis,synth_flops,8,
route,antenna_cells,0,
timing,period_used_share,109.1,%
logic_synthesis,synth-main-ff-cell,"dfxtp_1",
clock_tree,clock_path_buffers,2,
cells_and_area,syn_to_final_growth,156.3,%
place,gp_congestion,0.8597,
place,dpl.cell_count,211,
place,port_buffers,51,
logic_synthesis,syn_inst,82,
global_routing,grt_pass1_vias,989,
clock_tree,cts.sinks,8,
route,wl_per_cell,13.39,um
worst_setup_path,slowest_stage,"dfxtp_4",
floorplan,initCoreUtil,13.58,%
timing,slew_violations,0,
timing,fmax,539.1,MHz
route,routed_wl,3.174,mm
clock_tree,htreeDepth,1,
logic_synthesis,syn-mean-instance-area,8.407,sq um
worst_setup_path,endpoint_kind,"output pin",
cells_and_area,largest_register,"ir",
timing,hold_viol,0,
logic_synthesis,async_reset_ff_share,0,%
logic_synthesis,yosysChipArea,689.4,sq um
floorplan,fp-row-count,26,
cells_and_area,stdcell_area,1767,sq um
worst_setup_path,cp_num_buf_inv,4,
timing,setup_ws,-0.1550,ns
clock_tree,numCtsBuffers,3,
worst_setup_path,cp_data_required_time,1.36,ns
global_routing,grt_antenna_before_repair,0,
cells_and_area,drive_above_1_share,68.86,%
logic_synthesis,syn_area,689.4,sq um
logic_synthesis,ys_warn_count,17,
worst_setup_path,slowest_delay,0.34,ns
global_routing,overflow,0,
route,antenna_left,0,
-- timing repair --
action | 4_1_cts | 5_1_grt
setup endpoints to repair | 31 | 26
cloned | 1 | 0
pin swaps | 22 | 21
setup buffers | 19 | 9
gates resized | 126 | 40
endpoints found under the hold margin | 0 | 0
-- layout by cell type, fill, tap and decap left out, types with 3 or more instances in the layout --
| master | instances |
|---|---|
| buf_2 | 13 |
| dfxtp_4 | 8 |
| clkbuf_8 | 3 |
| dlygate4sd2_1 | 7 |
| nand3_2 | 3 |
| clkbuf_2 | 9 |
| buf_4 | 26 |
| nor2b_4 | 3 |
| dlymetal6s2s_1 | 5 |
| buf_6 | 23 |
| clkdlybuf4s50_1 | 16 |
| nor2_1 | 3 |
| nand2b_4 | 5 |
-- how the worst max path moves through the flow --
| stage | from | endpoint | slack [ns] | cells past startpoint |
|---|---|---|---|---|
| 6_report | ir[2]$_DFF_P_ | source_sel[2] | -0.16 | 7 |
| 4_1_cts | ir[2]$_DFF_P_ | source_sel[2] | -0.14 | 7 |
| 5_1_grt | ir[0]$_DFF_P_ | source_sel[2] | -0.21 | 7 |
-- cells in the mapped netlist, types with 2 or more instances --
master | count | area share [%]
buf_4 | 13 | 14
dfxtp_1 | 8 | 23
nand2b_1 | 6 | 5.4
nor2_1 | 5 | 2.7
nor3_1 | 4 | 2.9
nor2b_1 | 3 | 2.7
o21bai_1 | 3 | 3.3
a21o_1 | 2 | 2.2
and3_1 | 2 | 1.8
buf_2 | 2 | 1.5
buf_6 | 2 | 3.3
inv_1 | 2 | 1.1
nand2_1 | 2 | 1.1
nand3_1 | 2 | 1.5
o21ai_0 | 2 | 1.5
o22ai_1 | 2 | 1.8
xnor2_1 | 2 | 2.5
-- per-layer routing --
layer | up-vias | track usage, % | wire (um)
met5 | - | 0 | 0
met4 | 0 | 0.1285 | 0
met3 | 0 | 2.389 | 202
met2 | 25 | 12.29 | 1533
met1 | 420 | 9.380 | 1438
li1 | 448 | - | -
-- through the flow --
| stage | utilization (%) | hold WS, ns | total power [mW] | setup TNS (ns) |
|---|---|---|---|---|
| 3_5_place_dp | 26.58 | 0.7917 | 0.4674 | -10.21 |
| 5_1_grt | 34.81 | 0.5439 | 0.8044 | -1.217 |
| 6_report | 34.81 | 0.5497 | 0.7579 | -0.5610 |
| 4_1_cts | 32.94 | 0.5452 | 0.7353 | -0.6733 |
| 3_3_place_gp | 26.58 | 0.7904 | 0.4676 | -9.669 |
| 2_1_floorplan | - | 0.3677 | 0.3104 | 0 |
-- cell type report --
type | instances | area [sq um]
Multi-Input combinational cell | 54 | 576.8
Tap cell | 70 | 87.58
Fill cell | 523 | 3308
Timing Repair Buffer | 100 | 863.3
Sequential cell | 8 | 190.2
Clock buffer | 3 | 41.29
Inverter | 2 | 7.507
-- power by group --
part           internal (mW)  switching (mW)  leakage [nW]
combinational          0.215           0.110         0.784
clock                  0.153          0.0664        0.0216
sequential             0.194          0.0201        0.0703
total                  0.562           0.196         0.876
-- cell families (layout without fill, tap and decap cells) --
logic type / Yosys count / in the layout / share of synthesized area, %
xor gates and xnor gates: 3 / 3 / 4.901
DFF: 8 / 8 / 23.23
AOI/OAI and AO/OA: 18 / 18 / 20.33
buffers and inverters: 20 / 105 / 20.51
and+or+nand+nor: 31 / 31 / 27.95
muxes: 2 / 2 / 3.085
Power figures rest on the tool's default switching activity, not on a simulated workload.
